==> flow/config.mk <==
export PLATFORM = sky130hd
export DESIGN_NAME = spi_master
export DESIGN_NICKNAME = spi_master
export VERILOG_FILES = /design/flow/design.v
export SDC_FILE = /design/flow/constraint.sdc
export NUM_CORES = 4
export LEC_CHECK = 1
export CORE_AREA = 10 10 104 104
export DIE_AREA = 0 0 114 114
==> flow/constraint.sdc <==
current_design spi_master

set clk_period 2.4
set clk_io_pct 0.2

create_clock -name clk0 -period $clk_period [get_ports {clk}]

set non_clock_inputs [all_inputs -no_clocks]
set_input_delay [expr $clk_period * $clk_io_pct] -clock clk0 $non_clock_inputs
set_output_delay [expr $clk_period * $clk_io_pct] -clock clk0 [all_outputs]
==> flow/design.v <==
`timescale 1ns/1ps
module spi_master #(
    parameter CLK_FREQ = 50_000_000,  
    parameter SPI_FREQ = 1_000_000    
)(
    input  wire clk,
    input  wire rst,
    input  wire        start,      
    input  wire [7:0]  tx_data,    
    output reg         sclk,       
    output reg         mosi,       
    input  wire        miso,       
    output reg         cs,         
    output reg  [7:0]  rx_data,    
    output reg         done        
);
    localparam integer DIV = CLK_FREQ / (2 * SPI_FREQ);
    reg [$clog2(DIV)-1:0] div_cnt;
    reg spi_tick;
    always @(posedge clk) begin
        if (rst) begin
            div_cnt <= 0;
            spi_tick <= 0;
        end else if (div_cnt == DIV - 1) begin
            div_cnt <= 0;
            spi_tick <= 1'b1;
        end else begin
            div_cnt <= div_cnt + 1'b1;
            spi_tick <= 1'b0;
        end
    end
    localparam IDLE  = 2'd0;
    localparam LOAD  = 2'd1;
    localparam SHIFT = 2'd2;
    localparam DONE  = 2'd3;
    reg [1:0] state;
    reg [2:0] bit_cnt;
    reg [7:0] tx_shift;
    reg [7:0] rx_shift;
    always @(posedge clk) begin
        if (rst) begin
            state    <= IDLE;
            cs       <= 1'b1;
            sclk     <= 1'b0;
            mosi     <= 1'b0;
            done     <= 1'b0;
            bit_cnt  <= 3'd0;
            tx_shift <= 8'd0;
            rx_shift <= 8'd0;
            rx_data  <= 8'd0;
        end else begin
            done <= 1'b0;
            case (state)
                IDLE: begin
                    cs   <= 1'b1;
                    sclk <= 1'b0;
                    if (start) begin
                        tx_shift <= tx_data;
                        bit_cnt  <= 3'd7;
                        cs        <= 1'b0;
                        state     <= LOAD;
                    end
                end
                LOAD: begin
                    mosi  <= tx_shift[7];  
                    state <= SHIFT;
                end
                SHIFT: begin
                    if (spi_tick) begin
                        sclk <= ~sclk;
                        if (sclk == 1'b0) begin
                            rx_shift <= {rx_shift[6:0], miso};
                        end
                        else begin
                            tx_shift <= {tx_shift[6:0], 1'b0};
                            if (bit_cnt == 0) begin
                                state <= DONE;
                            end else begin
                                bit_cnt <= bit_cnt - 1'b1;
                                mosi    <= tx_shift[6];
                            end
                        end
                    end
                end
                DONE: begin
                    cs      <= 1'b1;
                    sclk    <= 1'b0;
                    rx_data <= rx_shift;
                    done    <= 1'b1;
                    state   <= IDLE;
                end
                default: state <= IDLE;
            endcase
        end
    end
endmodule
==> flow/run.sh <==
#!/bin/bash
# OpenROAD 26Q1-2900-gdf79404cd8, Yosys 0.63+post, stock flow scripts
make -C /OpenROAD-flow-scripts/flow DESIGN_CONFIG=/design/flow/config.mk WORK_HOME=/design/flow/orfs finish
==> changes_impl.md <==
### Changed

- Result of the run: finished clean
- IR drop worst, VDD: 0.0005500 V
- Via total after detailed routing: between 1k and 1.5k
- Internal Dissipation: 1.078 mW
- Xor-xnor portion of the synthesized cell area: 1.518%
- Htree depth: 2
- Switch Pwr: 313.0 uW
- DRC violations left: 0
- Io pins: 24
- Max-cap viol count: 0
- Total die size: 0.01300 sq mm
- Register bit count reported by yosys: 41
- Fraction of the core area covered by cells at the end of the flow: 24.63%
- Pin count of the biggest net entering global routing: 20
- Final Hold Fails: 0
- Worst-Margin Slew: about 560 ps
- Maximum root-to-sink buffer count: 2
- Standard cell with the maximum stage delay on the critical path: clkdlybuf4s50_1
- Total congestion overflow after global routing: 0
- Detail-routed net length per standard cell: 11.10 microns
- Total clock buffers created by CTS: 5
- Area fraction in full adders, half adders and majority gates: 2.892%
- Fillers: 939
- Number of resized instances in the post-cts repair step: 0
- Final wirelength: about 3400 microns
- Power share of the clock group: 37.9%
- CP delay by family, top: buffers and inverters
- Share of power burned in combinational logic: 9.6%
- Layout Cells excl Fill: between 300 and 400
- Final GP Congestion: 0.7796
- Mapped Avg Cell Area: 9.888 sq um
- Critical path arrival: 1400 ps
- Max Freq: 532.7 MHz
- Floorplan core area: 0.008678 sq mm
- Height of the die: between 100 and 150 microns
- Minimum setup slack in the final design: 522.7 ps
- Fraction of synthesized cell area taken by the top area cell type: 47.43%
- Number of cells produced by synthesis: 175
- Total number of placement rows: 34
- CTS tree: built
- Vias in the first global route: about 1.2k
- Sequential area share after synthesis: 47.43%
- Cell count in the Yosys report: roughly 180
- Top cells by count: dfxtp_1 (41), nor2_1 (27), mux2i_1 (23)
- Top flip-flop cell by instance count after synthesis: dfxtp_1
- Sw Share: 22.50%
- Compound Share, Synth: 11.86%
- Worst stage delay on the critical path: 570 ps
- Hold buffer count at cts: 0
- Final worst path period need: roughly 1900 ps
- Area of placed instances: 0.002033 sq mm
- Endpoints failing setup: 0
- Data required time of the worst path: 1920 ps
- Cells taking the most area after synthesis: dfxtp_1 (47%), mux2i_1 (13%), nor2_1 (5.9%)
- Post-placement setup slack: approximately 630 ps
- Root cell of the clock tree: clkbuf_8
- Die width: 114 microns
- Startpoint types: flop
- Setup Crit Path Kind: reg -> out
- DR pass1 iterations: 4
- Count of clock tree sinks: 41
- Top comb family, area: simple AND/OR/NAND/NOR gates
- Final design area excluding fillers: 0.002137 sq mm
- Fraction of power consumed by sequential logic: 52.5%
- Synthesized cell area: 0.001730 sq mm
- Area figure in the yosys stat output: 0.001730 sq mm
- Tool warning count: 27
- PwrDens: 651.0 mW/mm^2
- Yosys top cell by instances: dfxtp_1
- Async set-reset flop share out of synthesis: 0%
- Placed insts: 297
- Post-synth tally of flip-flops with integrated enable: 0
- Tightest slew margin relative to the limit: 62.59%
- Detailed router's first-iteration violation count: 90
- Post-CTS Setup Inserts: 0
- Worst hold slack: ~460 ps
- Clock slew at reported path FFs: approximately 70 ps
- Multiplexer share of the synthesized area: 14.17%
- Worst Path Buf+Inv: 1
- Tcrit/Tclk final: 78.22%
- Sum of negative setup slack: 0 ps
- Starting density of the core: 19.94%
- Final-report max-slew violation count: 0
- Yosys top cell by area: dfxtp_1
- Number of antenna violations at the first check in global routing: 0
- Latency at later pin: a little under 300 ps
- Power, Total: 1.391 mW
- Number of antenna repair diodes: 0
- Hold Path Class: reg -> reg
- Clock skew: roughly 7.6 ps
- Average via count per standard cell: about 4
- And+or+nand+nor area frac: 15.69%
- Crit-path max FO: 11
- Overall Global Routing Usage: 5.134%
- Number of buffer cells added on primary ports: 23
- Routed Antenna Nets: 0
- Capturing element type of the critical path: output pin
- P_leak: 0.8042 nW
- Yosys warns: 1
- Count of cell types in the netlist: 32
- Layout cell share with drive strength beyond 1: 6.633%
- Unrepaired setup endpoints after global routing: false
- Placed wire-length estimate: 2471 microns
- Area Growth Syn to Fin: 23.50%
- Global-route wire length before repair: approximately 5700 microns
- Critical path cell sequence: clkdlybuf4s50_1
## power by group through the flow
| stage | Clock (mW) | Combinational (mW) | Sequential (mW) |
|---|---|---|---|
| 6_report | 0.527 | 0.134 | 0.731 |
| 5_1_grt | 0.568 | 0.150 | 0.737 |
| 4_1_cts | 0.544 | 0.135 | 0.731 |
## state kept, by name, summed over array words and instances (netlist names)
| signal | count |
|---|---|
| done | 1 |
| spi_tick | 1 |
| tx_shift | 8 |
| rx_data | 8 |
| rx_shift | 8 |
| sclk | 1 |
| mosi | 1 |
| bit_cnt | 3 |
| div_cnt | 5 |
| state | 4 |
| cs | 1 |
## cells in the final DEF (no fill, tap or decap), drive strengths merged, types with 3 or more instances in the layout
master and count:
clkbuf 5, buf 3, inv 7, clkdlybuf4s50 23, a311oi 10, nand2b 4
a21oi 10, dfxtp 41, ha 4, nor2 27, nand2 7, nor2b 3
mux2i 23, nor4 4, o21ai 3
## routing by layer
layer	vias to the layer above	global-route usage (%)	part of all wire, %
li1	657	-	-
met1	567	7.039	49
met2	18	8.276	46
met3	5	1.170	3.3
met4	0	0.7519	1.7
met5	-	0	0
## path summary, 6_finish.rpt
check / start / to / slack [ps] / cells past startpoint
worst max register to register: state[1] / sclk / 750 / 3
worst min register to register: div_cnt[0] / div_cnt[0] / 460 / 1
worst max-delay path: sclk / sclk / 520 / 1
worst min-delay path: div_cnt[0] / div_cnt[0] / 460 / 1
## kinds of logic after synthesis
group	Yosys count
AND-OR/OR-AND	29
buffers and inverters	19
AND/OR/NAND/NOR	55
flip-flops	41
multiplexers	24
adder cells (fa/ha/maj)	4
XOR/XNOR	3
## area by class of cell
cell class,instances,area [sq um],area share (%)
well taps,108,135.1,6.323
inverters,7,26.28,1.230
clock inverters,2,35.03,1.639
flip-flops and latches,41,820.8,38.41
clock buffers,5,68.82,3.220
multi-input cells,115,798.3,37.35
repair buffers,26,252.7,11.83
No activity file was given, so power comes from the tool's default toggle rates.
